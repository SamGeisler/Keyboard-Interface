==> ./design.v <==
module UART_transmit(
input i_clk,
input i_TXD,
input i_send,
input [7:0] i_to_send,
output o_RXD,
output reg [2:0] o_led_status = 0
);
reg r_sub_clock = 0;
localparam SUBCOUNT_CYCLES = 868; 
reg [9:0] r_sub_counter = 0;
reg r_transmitting = 0;
reg [7:0] r_ascii;
reg [1:0] r_shift = 0;
reg r_released = 0;
localparam IDLE = 0;
localparam START = 1;
localparam DATA = 2;
localparam STOP = 3;
reg [1:0] r_state = IDLE;
always @(posedge i_clk) begin
    if(i_send) begin
        if(r_released) begin 
            r_transmitting <= 0;
            r_released <= 0;
            if(i_to_send == 8'h12) r_shift[0] <= 0;
            else if(i_to_send == 8'h59) r_shift[1] <= 0;
        end else if(i_to_send == 8'he0) begin 
            r_transmitting <= 0;
        end else if(i_to_send == 8'hf0 ) begin 
            r_released <= 1;
            r_transmitting <= 0;
        end else begin
            r_transmitting <= 1;
            case(i_to_send)
                8'h12: begin r_shift[0] <= 1; r_transmitting <= 0; end
                8'h59: begin r_shift[1] <= 1; r_transmitting <= 0; end
                8'h1c: r_ascii <= (r_shift ? 8'h41 : 8'h61); 
                8'h32: r_ascii <= (r_shift ? 8'h42 : 8'h62);
                8'h21: r_ascii <= (r_shift ? 8'h43 : 8'h63);
                8'h23: r_ascii <= (r_shift ? 8'h44 : 8'h64);
                8'h24: r_ascii <= (r_shift ? 8'h45 : 8'h65);
                8'h2b: r_ascii <= (r_shift ? 8'h46 : 8'h66);
                8'h34: r_ascii <= (r_shift ? 8'h47 : 8'h67);
                8'h33: r_ascii <= (r_shift ? 8'h48 : 8'h68);
                8'h43: r_ascii <= (r_shift ? 8'h49 : 8'h69);
                8'h3b: r_ascii <= (r_shift ? 8'h4a : 8'h6a);
                8'h42: r_ascii <= (r_shift ? 8'h4b : 8'h6b);
                8'h4b: r_ascii <= (r_shift ? 8'h4c : 8'h6c);
                8'h3a: r_ascii <= (r_shift ? 8'h4d : 8'h6d);
                8'h31: r_ascii <= (r_shift ? 8'h4e : 8'h6e);
                8'h44: r_ascii <= (r_shift ? 8'h4f : 8'h6f);
                8'h4d: r_ascii <= (r_shift ? 8'h50 : 8'h70);
                8'h15: r_ascii <= (r_shift ? 8'h51 : 8'h71);
                8'h2d: r_ascii <= (r_shift ? 8'h52 : 8'h72);
                8'h1b: r_ascii <= (r_shift ? 8'h53 : 8'h73);
                8'h2c: r_ascii <= (r_shift ? 8'h54 : 8'h74);
                8'h3c: r_ascii <= (r_shift ? 8'h55 : 8'h75);
                8'h2a: r_ascii <= (r_shift ? 8'h56 : 8'h76);
                8'h1d: r_ascii <= (r_shift ? 8'h57 : 8'h77);
                8'h22: r_ascii <= (r_shift ? 8'h58 : 8'h78);
                8'h35: r_ascii <= (r_shift ? 8'h59 : 8'h79);
                8'h1a: r_ascii <= (r_shift ? 8'h5a : 8'h7a);
                8'h16: r_ascii <= (r_shift ? 8'h21 : 8'h31); 
                8'h1e: r_ascii <= (r_shift ? 8'h40 : 8'h32);
                8'h26: r_ascii <= (r_shift ? 8'h23 : 8'h33);
                8'h25: r_ascii <= (r_shift ? 8'h24 : 8'h34);
                8'h2e: r_ascii <= (r_shift ? 8'h25 : 8'h35);
                8'h36: r_ascii <= (r_shift ? 8'h5e : 8'h36);
                8'h3d: r_ascii <= (r_shift ? 8'h26 : 8'h37);
                8'h3e: r_ascii <= (r_shift ? 8'h2a : 8'h38);
                8'h46: r_ascii <= (r_shift ? 8'h28 : 8'h39);
                8'h45: r_ascii <= (r_shift ? 8'h29 : 8'h30);
                8'h0e: r_ascii <= (r_shift ? 8'h7e : 8'h60); 
                8'h4e: r_ascii <= (r_shift ? 8'h5f : 8'h2d); 
                8'h55: r_ascii <= (r_shift ? 8'h2b : 8'h3d); 
                8'h54: r_ascii <= (r_shift ? 8'h7b : 8'h5b); 
                8'h5b: r_ascii <= (r_shift ? 8'h7d : 8'h5d); 
                8'h5d: r_ascii <= (r_shift ? 8'h7c : 8'h00); 
                8'h4c: r_ascii <= (r_shift ? 8'h3a : 8'h3b); 
                8'h52: r_ascii <= (r_shift ? 8'h22 : 8'h27); 
                8'h41: r_ascii <= (r_shift ? 8'h3c : 8'h2c); 
                8'h49: r_ascii <= (r_shift ? 8'h3e : 8'h2e); 
                8'h4a: r_ascii <= (r_shift ? 8'h3f : 8'h2f); 
                8'h66: r_ascii <= 8'h08; 
                8'h0d: r_ascii <= 8'h09; 
                8'h5a: r_ascii <= 8'h0a; 
                8'h29: r_ascii <= 8'h20; 
                8'h58: begin o_led_status[2] <= ~o_led_status[2]; r_transmitting <= 0; end  
                8'h77: begin o_led_status[1] <= ~o_led_status[1]; r_transmitting <= 0; end  
                8'h7e: begin o_led_status[0] <= ~o_led_status[0]; r_transmitting <= 0; end  
                default: r_transmitting <= 0;
            endcase
        end
    end else if(r_state == STOP) begin
        r_transmitting <= 0;
    end
    if(r_sub_counter == SUBCOUNT_CYCLES/2) begin
        r_sub_clock <= 1;        
        r_sub_counter <= r_sub_counter + 1;
    end else if(r_sub_counter == SUBCOUNT_CYCLES - 1) begin
        r_sub_clock <= 0;
        r_sub_counter <= 0;
    end else begin
        r_sub_counter <= r_sub_counter + 1;
    end
end
reg [2:0] r_counter = 0;
reg r_RXD = 1;
always @(posedge i_clk) begin
end
always @(posedge r_sub_clock) begin
    case (r_state) 
    IDLE: begin
        r_RXD <= 1;
        if(r_transmitting) 
            r_state <= START;
    end
    START: begin
        r_RXD <= 0;
        r_state <= DATA; 
        r_counter <= 0;
    end
    DATA: begin
        if(r_counter == 7) begin
            r_state <= STOP;
        end
        r_RXD <= r_ascii[r_counter];
        r_counter <= r_counter + 1;
    end
    STOP: begin
        r_counter <= 0;
        r_RXD <= 1;
        r_state <= IDLE;
    end
    endcase
end
assign o_RXD = r_RXD;
endmodule
module kb_interface (
    inout ps2d, ps2c,
    input clk, reset,
    input [2:0] led_status,
    output [7:0] UART_tx_data,
    output reg UART_tx_tick
);
reg [7:0] ps2_tx_data, ps2_tx_data_next;
reg ps2_tx_tick;
wire [7:0] rx_data;
wire rx_done_tick, tx_done_tick;
assign UART_tx_data = rx_data;
ps2_transceiver ps2_transceiver_unit
    ( .clk(clk), .reset(reset), .ps2d(ps2d), .ps2c(ps2c), .data_in(ps2_tx_data), .write(ps2_tx_tick),
      .data_out(rx_data), .rx_done_tick(rx_done_tick), .tx_done_tick(tx_done_tick) );
localparam IDLE = 0;
localparam SEND_LED_COMMAND = 1;
localparam RECEIVE_OK = 2;
localparam SEND_LED_FLAGS = 3;
localparam WAIT_TX1 = 4;
localparam WAIT_TX2 = 5;
localparam DELAY_SEND = 6;
reg [2:0] state_reg, state_next;
reg [7:0] delay_counter, delay_counter_next;
always @(posedge clk, posedge reset) 
    if(reset) begin
        state_reg <= IDLE;
        ps2_tx_data <= 0;
        delay_counter <= 0;
    end else begin
        state_reg <= state_next;
        ps2_tx_data <= ps2_tx_data_next;
        delay_counter <= delay_counter_next;
    end
always @* begin
    state_next = state_reg;
    ps2_tx_data_next = ps2_tx_data;
    delay_counter_next = delay_counter;
    UART_tx_tick = 0;
    ps2_tx_tick = 0;
    case(state_reg)
    IDLE: begin
        if(rx_done_tick) begin
            UART_tx_tick = 1;
        end
    end
    DELAY_SEND: begin
        if(delay_counter == 0) 
            state_next = SEND_LED_COMMAND;
        else
            delay_counter_next = delay_counter - 1;
    end
    SEND_LED_COMMAND: begin
        ps2_tx_data_next = 8'hed;
        ps2_tx_tick = 1;
        state_next = WAIT_TX1;
    end
    WAIT_TX1:
        if(tx_done_tick)
            state_next = RECEIVE_OK;
    RECEIVE_OK: begin
        if(rx_done_tick)
            state_next = SEND_LED_FLAGS;
    end
    SEND_LED_FLAGS: begin
        ps2_tx_data_next = led_status;
        ps2_tx_tick = 1;
        state_next = WAIT_TX2;
    end
    WAIT_TX2:
        if(tx_done_tick)
            state_next = IDLE;
    endcase
end
endmodule
`timescale 1 ns / 100 ps
module ps2_receive
(
    input clk, reset,
    input ps2c, ps2d,
    input r_enable,
    output [7:0] data_out,
    output reg done_tick
);
localparam
    IDLE = 0,
    START = 1,
    READ_DATA = 2,
    STOP = 3,
    WAIT_RELEASE = 4;
reg [2:0] state_reg, state_next;
reg [3:0] n_reg, n_next;
reg [8:0] word_reg, word_next;
reg [7:0] clock_filter;
wire [7:0] clock_filter_next;
reg ps2c_f;
wire ps2c_f_next;
wire falling_edge, rising_edge;
assign clock_filter_next = {ps2c, clock_filter[7:1]};
assign ps2c_f_next = (clock_filter == 8'hff) ? 1 :
                     (clock_filter == 8'h00) ? 0 :
                     ps2c_f;
assign falling_edge = ps2c_f & ~ps2c_f_next;
assign rising_edge = ~ps2c_f & ps2c_f_next;
always @(posedge clk, posedge reset) begin
    if(reset) begin
        clock_filter <= 0;
        ps2c_f <= 0;
    end else begin
        clock_filter <= clock_filter_next;
        ps2c_f <= ps2c_f_next;
    end
end
always @(posedge clk, posedge reset) begin
    if(reset) begin
        state_reg <= IDLE;
        n_reg <= 0;
        word_reg <= 0;
    end else begin
        state_reg <= state_next;
        n_reg <= n_next;
        word_reg <= word_next;
    end
end
always @* begin
    state_next = state_reg;
    n_next = n_reg;
    word_next = word_reg;
    done_tick = 0;
    case(state_reg)
    IDLE: begin
        if(falling_edge && r_enable) begin
            state_next = READ_DATA;
            n_next = 8;
        end
    end
    READ_DATA: begin
        if(falling_edge) begin
            if(n_reg == 0)
                state_next = STOP;
            else begin
                word_next = {ps2d, word_reg[7:1]};
                n_next = n_reg - 1;
            end
        end
    end
    STOP: begin
        if(falling_edge) begin
            state_next = WAIT_RELEASE;
        end
    end
    WAIT_RELEASE: 
        if(rising_edge) begin
            done_tick = 1;
            state_next = IDLE;
        end
    endcase
end
assign data_out = word_reg[7:0];
endmodule
module ps2_transceiver 
(
    inout ps2d, ps2c,
    input clk, reset,
    input write,
    input [7:0] data_in,
    output [7:0] data_out,
    output rx_done_tick, tx_done_tick
);
wire tx_idle;
ps2_receive ps2_rx
    (.clk(clk), .reset(reset), .data_out(data_out), .done_tick(rx_done_tick),
     .r_enable(tx_idle), .ps2d(ps2d), .ps2c(ps2c));
ps2_transmit ps2_tx
    (.clk(clk), .reset(reset), .data_in(data_in), .tx_finished(tx_done_tick),
     .w_enable(write), .ps2d(ps2d), .ps2c(ps2c), .tx_idle(tx_idle));
endmodule
`timescale 1 ns/ 10 ps
module ps2_transmit 
(
    input clk, reset,
    input [7:0] data_in,
    input w_enable,
    inout ps2d, ps2c,
    output reg tx_finished,
    output reg tx_idle
);
localparam
    IDLE = 1,
    REQUEST = 2,
    START = 3,
    SEND_DATA = 4,
    STOP = 5,
    WAIT_FOR_RELEASE = 6;
localparam NUM_REQUEST_CYCLES = 12000; 
reg we_data, we_clock;
reg tx_data;
reg tx_clock;
reg [7:0] clock_filter;
wire [7:0] clock_filter_next;
reg ps2c_f;
wire ps2c_f_next;
wire falling_edge, rising_edge;
reg [2:0] state_reg, state_next;
reg [8:0] data_reg, data_next;
reg [3:0] n_reg, n_next;
reg [$clog2(NUM_REQUEST_CYCLES)-1:0] request_counter, rc_next;
assign ps2d = we_data ? tx_data : 1'bz;
assign ps2c = we_clock ? tx_clock : 1'bz;
always @(posedge clk, posedge reset)
    if(reset) begin
        clock_filter <= 0;
        ps2c_f <= 0;
    end else begin
        clock_filter <= clock_filter_next;
        ps2c_f <= ps2c_f_next;
    end
assign ps2c_f_next = (clock_filter == 8'hFF) ? 1 :
                     (clock_filter == 8'h00) ? 0 :
                     ps2c_f;
assign clock_filter_next = {ps2c, clock_filter[7:1]};
assign falling_edge = ~ps2c_f_next & ps2c_f;
assign rising_edge = ~ps2c_f & ps2c_f_next;
always @(posedge clk, posedge reset)
    if(reset) begin
        state_reg <= IDLE;
        data_reg <= 0;
        n_reg <= 0;
        request_counter <= 0;
    end else begin
        state_reg <= state_next;
        data_reg <= data_next;
        n_reg <= n_next;
        request_counter <= rc_next;
    end
always @* begin
    state_next = state_reg;
    n_next = n_reg;
    data_next = data_reg;
    rc_next = request_counter;
    we_data = 0;
    we_clock = 0;
    tx_finished = 0;
    tx_idle = 0;
    tx_data = 1;
    tx_clock = 1;
    case(state_reg)
    IDLE: begin
        tx_idle = 1;
        if(w_enable) begin
            state_next = REQUEST;
            data_next = {~^data_in, data_in};
            rc_next = 0;
        end
    end
    REQUEST: begin
        we_clock = 1;
        tx_clock = 0;
        if(request_counter == NUM_REQUEST_CYCLES - 1) begin
            state_next = START;
        end else 
            rc_next = request_counter + 1;
    end
    START: begin
        we_data = 1;
        tx_data = 0;
        if(falling_edge) begin
            state_next = SEND_DATA;
            n_next = 8;
        end
    end
    SEND_DATA: begin
        we_data = 1;
        tx_data = data_reg[0];
        if(falling_edge) 
            if(n_reg == 0) begin
                state_next = STOP;
            end else begin
                n_next = n_reg - 1;
                data_next = {1'b0, data_reg[8:1]};
            end
    end
    STOP: begin
        we_data = 0;
        if(falling_edge)
            state_next = WAIT_FOR_RELEASE;
    end
    WAIT_FOR_RELEASE: begin
        we_data = 0;
        if(rising_edge) begin
            state_next = IDLE;
            tx_finished = 1;
        end
    end
    endcase
end
endmodule
module top 
(
    inout ps2d, ps2c,
    input clk, reset,
    input UART_txd,
    output UART_rxd
);
wire [2:0] led_status;
wire [7:0] UART_tx_data;
wire UART_tx_tick;
kb_interface kb_interface_unit
    (.clk(clk), .reset(reset), .ps2d(ps2d), .ps2c(ps2c), .led_status(led_status),
     .UART_tx_data(UART_tx_data), .UART_tx_tick(UART_tx_tick));
UART_transmit UART_transmit_unit
    (.i_clk(clk), .i_TXD(UART_txd), .o_RXD(UART_rxd), .o_led_status(led_status),
     .i_send(UART_tx_tick), .i_to_send(UART_tx_data));
endmodule
==> ./run.sh <==
#!/bin/bash
# OpenROAD 26Q1-2900-gdf79404cd8, Yosys 0.63+post, stock flow scripts
make -C /OpenROAD-flow-scripts/flow DESIGN_CONFIG=/design/flow/config.mk WORK_HOME=/design/flow/orfs finish
==> ./config.mk <==
export PLATFORM = sky130hd
export DESIGN_NAME = top
export DESIGN_NICKNAME = top
export VERILOG_FILES = /design/flow/design.v
export SDC_FILE = /design/flow/constraint.sdc
export NUM_CORES = 4
export LEC_CHECK = 1
export CORE_UTILIZATION = 30
==> ./constraint.sdc <==
current_design top

set clk_period 3.5
set clk_io_pct 0.2

create_clock -name clk0 -period $clk_period [get_ports {clk}]

set non_clock_inputs [all_inputs -no_clocks]
set_input_delay [expr $clk_period * $clk_io_pct] -clock clk0 $non_clock_inputs
set_output_delay [expr $clk_period * $clk_io_pct] -clock clk0 [all_outputs]
==> run summary <==
Implementation summary

The tool reported: "[error] [KeplerFormal.cpp:679] Workflow failed: Iso has multiple drivers: .ps2d0, _0755_.Y0". Yosys reported a register bit count of 98. The number of register pins that no clock reaches is 6.

Per the synthesis report, the XOR/XNOR share of the synthesized area is 3.79%. The H-tree was split into 3 levels. The aoi/oai-family share of the synthesized area is 15.3%. The post-synthesis cell count is 605.

The cell type with the largest total area is dfrtp_1. The number of port buffers is 2. The synthesized area divided by synthesized cell count is 9.55 µm². The portion of synthesized area spent on multiplexers is 5.16%. The number of unconstrained endpoints is 12. The run stopped with a tool error. The number of core rows is 50.

Per the repair_timing log after CTS, setup buffers inserted total 0. Sorting the synthesized cells by area gives the leading types as dfrtp_1 (28%), edfxtp_1 (9.9%), dfxtp_1 (4.2%). Summed over all nets, the half-perimeter wirelength after detailed placement is 8990 µm. The final estimated routing congestion in global placement is 0.992.

Counting flops with an async set or reset pin after synthesis yields a share of 68.4%. The simple logic cell fraction of the synthesized area is 25.4%. The flow stopped in clock tree synthesis. The cell sitting at the root of the clock tree is a clkbuf_16. The number of top-level pins is 6. Counting flops with a built-in enable in the synthesized netlist gives 19. The synthesis report names the predominant flop master as dfrtp_1. The post-CTS hold buffer count recorded in the log is 0. Logged for this run, the post-placement worst setup slack is 664 ps.

In this run, the synthesized area fraction spent on adder and majority cells is recorded as 2.82%. In this run, placement finished with an instance count of 829. The die is 141 µm tall.

The fraction of the core area occupied by cells at floorplan is 30.8%. The longest clock path from root to sink contains 2 buffers. The number of CTS-inserted buffers is 9. Post-synthesis, Yosys gives the total cell area as 5780 µm². The horizontal die dimension is 141 µm. After synthesis, the design contains 605 cells according to Yosys. After synthesis the cells add up to 5780 µm². The number of distinct library cell variants in the gate-level netlist after synthesis is 87. The number of gates resized after CTS was 0.

The top logic cell family in the synthesized netlist is simple AND/OR/NAND/NOR gates. In this run the biggest area consumer among cell types represents 27.7% of the synthesized area. The proportion of synthesized chip area in sequential cells is 43.1%.

The number of warning messages in the yosys log is 6.
kinds of logic after synthesis:
group / count (synthesis)
AND-OR/OR-AND: 123
XOR/XNOR: 25
adder cells (fa/ha/maj): 13
buffers and inverters: 61
flip-flops: 98
multiplexers: 25
AND/OR/NAND/NOR: 260
through the flow:
stage | cell area [µm²] | power, W | utilization (%) | hold slack, ps
after detailed placement | 6090 | 0.00116 | 32.5 | 385
after global placement | 6090 | 0.00116 | 32.5 | 382
after floorplan | 5780 | 0.00114 | - | 374
cell usage after synthesis (8+ instances only):
cell and count:
dfrtp_1 64, nand2_1 59, nor2_1 52, inv_1 32
o21ai_0 31, nand3_1 23, edfxtp_1 19, a21oi_1 18
buf_2 16, xor2_1 16, nor3_1 15, ha_1 13
dfxtp_1 12, mux2_2 12, nand2b_1 12, nor3b_1 12
nand4_1 10, clkbuf_1 9, nor2b_1 9, xnor2_1 9
a22o_1 8, a31oi_1 8, mux2i_1 8
Power and IR drop assume default switching activity.
